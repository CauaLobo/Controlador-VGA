==> design.v <==
module comparador_igual_524 (
    input [9:0] vCount,
    output fim_v
);
    wire [9:0] constante_524 = 10'd524;
    wire [9:0] xnor_result;
    genvar i;
    generate
        for (i = 0; i < 10; i = i + 1) begin : xnor_loop
            xnor (xnor_result[i], vCount[i], constante_524[i]);
        end
    endgenerate
    and (fim_v, xnor_result[0], xnor_result[1], xnor_result[2], xnor_result[3],
                xnor_result[4], xnor_result[5], xnor_result[6], xnor_result[7],
                xnor_result[8], xnor_result[9]);
endmodule
module comparador_igual_799 (
    input [9:0] hCount,
    output fim_h
);
    wire [9:0] constante_799 = 10'd799;
    wire [9:0] xnor_result;
    genvar i;
    generate
        for (i = 0; i < 10; i = i + 1) begin : xnor_loop
            xnor (xnor_result[i], hCount[i], constante_799[i]);
        end
    endgenerate
    and (fim_h, xnor_result[0], xnor_result[1], xnor_result[2], xnor_result[3],
                xnor_result[4], xnor_result[5], xnor_result[6], xnor_result[7],
                xnor_result[8], xnor_result[9]);
endmodule
module comparador_menor_2 (
    input [9:0] vCount,
    output vsync
);
    wire [9:0] diff;
    wire borrow;
    subtrator_10bit sub (
        .A(vCount),
        .B(10'd2),
        .diff(diff),
        .borrow(vsync)
    );
endmodule
module comparador_on_h (
    input  [9:0] hCount, 
    input  [9:0] vCount, 
    output       on_h 
);
    wire ge_144;
    wire lt_784;
    wire [9:0] diff_h;
    wire [9:0] diff_v;
    wire borrow_h;  
    wire borrow_v;
    subtrator_10bit sub_h (
        .A(hCount),
        .B(10'd144), 
        .diff(diff_h),
        .borrow(borrow_h)  
    );
    not (ge_144, borrow_h); 
    subtrator_10bit sub_v (
        .A(vCount),   
        .B(10'd784),  
        .diff(diff_v), 
        .borrow(lt_784)    
    );
    and (on_h, ge_144, lt_784);
endmodule
module comparador_on_v (
    input [9:0] hCount,
    input [9:0] vCount,
    output on_v
);
    wire ge_35, lt_514;
    wire [9:0] diff_h, diff_v;
    wire borrow_h, borrow_v;
    subtrator_10bit sub_h (
        .A(hCount),
        .B(10'd35),
        .diff(diff_h),
        .borrow(borrow_h)
    );
    not (ge_35, borrow_h);
    subtrator_10bit sub_v (
        .A(vCount),
        .B(10'd514),
        .diff(diff_v),
        .borrow(lt_514)
    );
    and (on_v, ge_35, lt_514);
endmodule
module contador_JK (
    input clk, rst,
    input enable,
    output [9:0] Q
);
    wire [9:0] carry;
    jk_ff_flipflop ff0 (
        .clk(clk), .rst(rst),
        .J(1'b1), .K(1'b1),
        .enable(enable),
        .Q(Q[0])
    );
    assign carry[0] = Q[0];
    genvar i;
    generate
        for (i = 1; i < 10; i = i+1) begin : contador
            wire carry_local = &Q[i-1:0];   
            jk_ff_flipflop ff (
                .clk(clk), .rst(rst),
                .J(carry_local), .K(carry_local),
                .enable(enable),
                .Q(Q[i])
            );
        end
    endgenerate
endmodule
module divisor_clock2 (
    input wire clk,        
    input wire reset,     
    output reg clk_out     
);
	always @(posedge clk or posedge reset) begin
		 if (reset)
			  clk_out <= 1'b0;
		 else
			  clk_out <= ~clk_out;   
end
endmodule
module jk_ff_flipflop (
    input clk, rst,
    input J, K,
    input enable,
    output reg Q
);
    always @(negedge clk) begin
        if (rst)
            Q <= 1'b0;
        else if (enable) begin
            case ({J, K})
                2'b00: Q <= Q;          
                2'b01: Q <= 1'b0;       
                2'b10: Q <= 1'b1;       
                2'b11: Q <= ~Q;         
            endcase
        end
    end
endmodule
module main_vga (
	input clk_50, rst_o,
	input sw0, sw1, sw2, sw3,
	output hsync, vsync,
	output [3:0] R, G, B
);
	wire [9:0] vCount, hCount;
	wire fim_h, fim_v, rst, video_on;
	wire clk;
	wire reset_h, reset_v;
	wire on_h, on_v;
	wire red0, red1, red2, red3;
   wire green0, green1, green2, green3;
   wire blue0, blue1, blue2, blue3;
	not not_o (rst, rst_o);
	divisor_clock2 div (
	.clk(clk_50),
	.reset(rst),
	.clk_out(clk)
	);
	comparador_igual_799 comp_h (
        .hCount(hCount),
        .fim_h(fim_h)
		  ); 
	comparador_igual_524 comp_v (
        .vCount(vCount),
        .fim_v(fim_v)
    );
	or or_1 (reset_h, rst, fim_h);
	or or_2 (reset_v, rst, fim_v);
	contador_JK cont_h (
        .clk(clk),
		  .rst(reset_h), 
		  .enable(1'b1), 
		  .Q(hCount)
    );
	 contador_JK cont_v (
        .clk(clk), 
		  .rst(reset_v), 
		  .enable(fim_h), 
		  .Q(vCount)
    );
	 comparador_menor_96 comp_hsync (
        .hCount(hCount),
        .hsync(hsync)
    );
	 comparador_menor_2 comp_vsync (
        .vCount(vCount),
        .vsync(vsync)
    );
	 comparador_on_h comp_on_h (
        .hCount(hCount),
        .vCount(vCount),
        .on_h(on_h)
    );
    comparador_on_v comp_on_v (
        .hCount(hCount),
        .vCount(vCount),
        .on_v(on_v)
    );
    video_on_logic video_on_inst (
        .on_h(on_h),
        .on_v(on_v),
        .video_on(video_on)
    );
	 rgb_control rgb_inst (
        .a(sw0),
        .b(sw1),
        .c(sw2),
        .d(sw3),
        .red0(red0), .red1(red1), .red2(red2), .red3(red3),
        .green0(green0), .green1(green1), .green2(green2), .green3(green3),
        .blue0(blue0), .blue1(blue1), .blue2(blue2), .blue3(blue3)
    );
	 and (R[0], red0, video_on);
    and (R[1], red1, video_on);
    and (R[2], red2, video_on);
    and (R[3], red3, video_on);
    and (G[0], green0, video_on);
    and (G[1], green1, video_on);
    and (G[2], green2, video_on);
    and (G[3], green3, video_on);
    and (B[0], blue0, video_on);
    and (B[1], blue1, video_on);
    and (B[2], blue2, video_on);
    and (B[3], blue3, video_on);
endmodule
module rgb_control(
	input a, b, c, d,
	output red0, red1, red2, red3,
	green0, green1, green2, green3, 
	blue0, blue1, blue2, blue3
	);
	wire na, nb, nc, nd;
			not nota(na, a);
			not notb(nb, b);
			not notc(nc, c);
			not notd(nd, 	d);
	wire ra0, ra1, ra2, ra3, ra4, ra5, ra6;
		and a0 (ra0, a, c );
		and a1 (ra1, a, d);
		and a2 (ra2, a, b );
		and a3 (ra3, b, c);
		and a4 (ra4, b, d);
		and a5 (ra5, c, d);
		and a6 (ra6, na, nb, nc, nd);
		or (red3, ra0, ra1, ra2, ra3, ra4, ra5, ra6);
	wire rb0, rb1, rb2, rb3, rb4;
		and b0 (rb0, a, c, nd);
		and b1 (rb1, b, nc, d);
		and b2 (rb2, na, b, d);
		and b3 (rb3, nb, c, d);
		and b4 (rb4, nb, nc, nd);
		or (red2, rb0, rb1, rb2, rb3, rb4);
	wire rc0, rc1, rc2, rc3, rc4;
		and c0 (rc0, b, c, nd);
		and c1 (rc1, na, b, c);
		and c2 (rc2, b, nc, d);
		and c3 (rc3, nb, c, d);
		and c4 (rc4, nb, nc, nd);
		or (red1, rc0, rc1, rc2, rc3, rc4);
	wire rd0, rd1, rd2, rd3;
		and d0 (rd0, a, b, c);
		and d1 (rd1, b, nc, d);
		and d2 (rd2, nb, c, d);
		and d3 (rd3, nb, nc, nd);
		or (red0, rd0, rd1, rd2, rd3);
	wire ga0, ga1, ga2, ga3, ga4;
		and e0 (ga0, b, nd);
		and e1 (ga1, a, c, nd);
		and e2 (ga2, a, nc, d);
		and e3 (ga3, na, c, d);
		and e4 (ga4, na, b, nd);
		or (green3, ga0, ga1, ga2, ga3, ga4);
	wire gb0, gb1, gb2, gb3;
		and f0 (gb0, b, nc);
		and f1 (gb1, nb, d);
		and f2 (gb2, a, nb, d);
		and f3 (gb3, na, b, nd);
		or (green2, gb0, gb1, gb2, gb3);
	wire gc0, gc1, gc2, gc3;
		and g0 (gc0, na, b);
		and g1 (gc1, na, d);
		and g2 (gc2, a, c, nd);
		and g3 (gc3, nb, nc, d);
		or (green1, gc0, gc1, gc2, gc3);
	wire gd0, gd1, gd2, gd3;
		and h0 (gd0, nb, d);
		and h1 (gd1, na, d);
		and h2 (gd2, a, nb, c);
		and h3 (gd3, b, nc, nd);
		or (green0, gd0, gd1, gd2, gd3);
	wire ba0, ba1, ba2, ba3;
		and i0 (ba0, a, nb, nc);
		and i1 (ba1, b ,nc, nd);
		and i2 (ba2, na, c, nd);
		and i3 (ba3, a, b, c, d);
		or (blue3, ba0, ba1, ba2, ba3);
	wire bb0, bb1, bb2, bb3, bb4;
		and j0 (bb0, a, nb, nc);
 		and j1 (bb1, a, c, d);
		and j2 (bb2, b, nc, nd);
		and j3 (bb3, na, b, nc);
		and j4 (bb4, na, nb, c, nd);
		or (blue2, bb0, bb1, bb2, bb3, bb4);
	wire bc0, bc1, bc2, bc3;
		and k0 (bc0, b, nc);
		and k1 (bc1, a, b, d);
		and k2 (bc2, a, nc, nd);
		and k3 (bc3, na, c, nd,);
		or (blue1, bc0, bc1, bc2, bc3);
	wire bd0, bd1, bd2, bd3;
		and l0 (bd0, a, c, d);
		and l1 (bd1, a, nc, nd);
		and l2 (bd2, na, b, nc);
		and l3 (bd3, na, c, nd);
		or (blue0, bd0, bd1, bd2, bd3);
	endmodule
module subtrator_10bit (
    input [9:0] A,
    input [9:0] B,
    output [9:0] diff,
    output borrow
);
    wire [9:0] not_B;
    wire [10:0] temp_sum;
    not not0 (not_B[0], B[0]);
    not not1 (not_B[1], B[1]);
    not not2 (not_B[2], B[2]);
    not not3 (not_B[3], B[3]);
    not not4 (not_B[4], B[4]);
    not not5 (not_B[5], B[5]);
    not not6 (not_B[6], B[6]);
    not not7 (not_B[7], B[7]);
    not not8 (not_B[8], B[8]);
    not not9 (not_B[9], B[9]);
    assign temp_sum = A + not_B + 1;
    assign diff = temp_sum[9:0];
    assign borrow = ~temp_sum[10];
endmodule
module comparador_menor_96 (
    input [9:0] hCount,
    output hsync
);
    wire [9:0] diff;
    wire borrow;
    subtrator_10bit sub (
        .A(hCount),
        .B(10'd96),
        .diff(diff),
        .borrow(hsync)
    );
endmodule
module video_on_logic (
    input on_h,
    input on_v,
    output video_on
);
    and (video_on, on_h, on_v);
endmodule
==> run.sh <==
#!/bin/bash
# OpenROAD 26Q1-2900-gdf79404cd8, Yosys 0.63+post, stock flow scripts
make -C /OpenROAD-flow-scripts/flow DESIGN_CONFIG=/design/flow/config.mk WORK_HOME=/design/flow/orfs finish
==> config.mk <==
export PLATFORM = sky130hd
export DESIGN_NAME = main_vga
export DESIGN_NICKNAME = main_vga
export VERILOG_FILES = /design/flow/design.v
export SDC_FILE = /design/flow/constraint.sdc
export NUM_CORES = 4
export LEC_CHECK = 1
export CORE_AREA = 10 10 103 103
export DIE_AREA = 0 0 113 113
==> constraint.sdc <==
current_design main_vga

set clk_period 2.2
set clk_io_pct 0.2

create_clock -name clk0 -period $clk_period [get_ports {clk_50}]

set non_clock_inputs [all_inputs -no_clocks]
set_input_delay [expr $clk_period * $clk_io_pct] -clock clk0 $non_clock_inputs
set_output_delay [expr $clk_period * $clk_io_pct] -clock clk0 [all_outputs]
==> run notes <==
Entry: Yosys synthesis followed by OpenROAD place and route.

Run status:
- The run finished with clean final reports.

Worst hold path:
- STA reports the tightest min-delay check as being of type in2async.

Synth:
- Sorting the Yosys area breakdown by cell type puts at the top dfxtp_1.
- For this run, the register share of the synthesized area comes to 32.8%.
- In the synthesized netlist, the dominant kind of combinational cell is simple AND/OR/NAND/NOR gates.
- The run gives the XOR/XNOR share of the synthesized area as 9.45%.
- The synthesized netlist contains 42 unique library cells.
- The run puts the combined area of all synthesized cells at 1300 um2.
- The run puts the register bit total from synthesis at 21.
- The run puts the simple-gate area share of the yosys netlist at 33.6%.
- Summing the areas of all compound-gate instances in the mapped netlist gives 16.3% of the synthesized area.
- The run puts the fraction of registers with async set or reset after synthesis at 4.76%.
- The run gives the mean cell area of the mapped netlist as 7.91 um2.
- The most used flip-flop cell after synthesis is dfxtp_1.
- The run puts the fraction of post-synthesis cell area in the top cell type by area at 30.9%.
- The stat command in Yosys gives a chip area of 1300 um2.
- The run gives the warning count from the yosys run as 2.
- The run puts the synthesized instance count at 164.
- The run puts the area fraction in mux cells at 1.64%.
- The post-synth count of flops with an enable pin is 0.
- The run puts the count of instantiated cells in the yosys netlist at 164.
- Of the total synthesized cell area, the portion taken by full adders, half adders and majority gates is 0%.
- The synthesis report lists the most area-consuming cells as dfxtp_1 31%, nor2_1 7.8%, xor2_1 6.8%.

Clocking:
- The run puts the clock edge transition at the registers on the reported setup and hold paths at 0 ps.
- The run puts the clock latency reported for the late side of the worst-skew pair at 0 ps.

Layout:
- The run gives the growth of design area from synthesis to finish as 26.9%.
- The library cell used most frequently in the layout, excluding fill and tap cells, is nor2_1.
- The run gives the sequential cell area as 425 um2.
- After filler insertion, the fill cell instance count of the layout stands at 914.
- Per the layout area report, the combinational gate area comes to 830 um2.
- Leaving out fill and tap cells, the most frequent cells in the layout are 25 x nor2_1, 20 x dfxtp_1, 15 x clkdlybuf4s50_1.
- The run gives the final non-filler cell area as 1650 um2.
- The run puts the final cell utilization of the core at 19.8%.
- The run puts the share of cells above drive strength 1 at 16.4%.

Route:
- Before antenna repair, the detailed router went through 2 iterations.
- The run gives the count of routing violations after the opening detailed-route iteration as 68.
- Per the detail_route report, routed wire per instance is 9.59 um.
- The run puts the antenna diode count at 0.
- The run gives the DRC violations left as 0.
- The run puts the count of nets left with antenna violations after detail routing at 0.
- The run gives the average vias per placed instance as 3.99.
- The run gives the total via count after detailed routing as 1,150.
- The run gives the final wirelength as 2760 um.

Power:
- The run puts the maximum vdd drop at 0.0681 mV.
- The run puts the cell leakage power at 0.576 nW.
- The run puts the power per cell area at 62.5 nW/um2.

Setup path:
- The worst setup path is captured at an output port.
- The critical path is of the in2out type.
- The run puts the data arrival time at the worst-slack endpoint at 1670 ps.
- The run puts the top fanout value on the critical path at 5.
- The worst setup path is launched from an input pin.
- The run gives the required time reported for the critical path endpoint as 1760 ps.

Final timing:
- 22 endpoints have no timing constraint.
- In the final timing run, aggregate negative setup slack is 0 ps.
- The final timing report lists a max-slew violation count of 0.
- The run gives the transition time at the pin with the least slew margin as 681 ps.
- The run puts the worst max-slew margin expressed relative to the limit at 54.3%.
- The run gives the count of unclocked register or latch pins as 20.
- The run puts the final critical delay including setup and external delays at 2110 ps.
- After layout, the worst path uses 96.1% of the clock period.
- The run puts the highest achievable clock rate at 473 MHz.
- The run gives the final clock skew as 0 ps.
- The run gives the number of failing setup endpoints in the final timing report as 0.
- Hold-check failures listed in the final report amount to 0.

Global route:
- The run puts the largest net degree at the start of global routing at 22.
- met3 track demand over resource after global routing is 0.694%.
- The run gives the first-pass GRT wire length as 5020 um.
- The run puts the number of antenna violations at the first check in global routing at 0.
- The run gives the leftover overflow at the end of global routing as 0.
- Global routing consumed, over all layers together, 4.26% of the routing resources.
- Looking at the global route congestion table, the highest-usage layer is met1.
- The run puts the fraction of met2 tracks used by global routing at 6.41%.
- The run puts the number of global-route vias before repair at 1,067.
- The run gives the met1 layer usage reported by global route as 6.47%.

Floorplan:
- The run gives the area of the placeable core as 8300 um2.
- According to the floorplan report, the die width is 113 um.
- The initial utilization of the core area, before any placement, comes to 15.6%.
- During I/O placement, the number of pins put on the boundary was 20.
- The run puts the count of standard-cell rows at 33.
- The run puts the chip area at 12,800 um2.
- The run gives the height of the die as 113 um.

Placement:
- Detailed placement reports a standard cell area of 1620 um2.
- The run puts the HPWL reported at the end of detailed placement at 2090 um.
- The buffer_ports step reported a buffer count of 19.
- The placement summary gives the final routability congestion estimate as 0.756.

Flow run:
- The run gives the tally of OpenROAD warnings as 29.
- The run reported a max-capacitance violation count of 0.
## report_power, final
| part | switching, mW | internal (mW) | total, mW | leakage (nW) |
|---|---|---|---|---|
| clock | 0 | 0 | 0 | 0 |
| sequential | 0 | 0.0189 | 0.0189 | 0.176 |
| combinational | 0.0451 | 0.0390 | 0.0841 | 0.400 |
## synthesized netlist by cell type, types with 2 or more instances
library cell and n:
nor3_1 2, a21oi_1 12, clkbuf_8 2, xor2_1 10, and4_1 2, nor2_1 27
nand3_1 9, nand2_1 12, and3_1 2, inv_1 2, clkbuf_1 5, dfxtp_1 20
a211oi_1 3, nand2b_1 2, o21ai_0 9, and2_1 3, o31ai_1 3, nor3b_1 3
nand4_1 3, nor4_1 3, or3_2 3, or4_1 2, xnor2_1 4, o21a_1 2
buf_6 2
## worst paths after layout
path | start | endpoint | slack [ps] | depth (start not counted)
setup reg to reg | div.clk_out$_DFF_PN0_ | div.clk_out$_DFF_PN0_ | 1280 | 1
max in group asynchronous | rst_o | div.clk_out$_DFF_PN0_ | 1370 | 1
hold / removal | rst_o | div.clk_out$_DFF_PN0_ | 660 | 1
hold reg to reg | div.clk_out$_DFF_PN0_ | div.clk_out$_DFF_PN0_ | 690 | 1
min in group clk0 | div.clk_out$_DFF_PN0_ | div.clk_out$_DFF_PN0_ | 690 | 1
setup / recovery | sw2 | R[3] | 90 | 5
## per-stage QoR
stage / cells / setup slack [ps] / hold WS, ps / total power [mW]
2_1_floorplan: 164 / 551 / 144 / 0.0624
3_3_place_gp: 288 / -389 / 667 / 0.0954
3_5_place_dp: 288 / -396 / 659 / 0.0953
4_1_cts: 288 / -9.68 / 662 / 0.0977
5_1_grt: 288 / -1.52 / 677 / 0.112
6_report: 288 / 86.5 / 657 / 0.103
## flip-flops by register name, indices dropped and copies added, names as in the netlist
| signal | count |
|---|---|
| cont_h.contador.ff.Q | 9 |
| cont_v.ff0.Q | 1 |
| cont_h.ff0.Q | 1 |
| div.clk_out | 1 |
| cont_v.contador.ff.Q | 9 |
## final cells by class
type	count	share of cell area, %
Sequential cell	21	25.8
Multi-Input combinational cell	131	50.4
Inverter	2	0.456
Tap cell	105	7.98
Timing Repair Buffer	29	15.3
## logic make-up (layout without fill, tap and decap cells)
group / after synthesis / after routing
mux: 2 / 2
xor+xnor: 14 / 14
flops: 21 / 21
simple gates: 80 / 80
compound gates: 35 / 35
buf+inv: 12 / 31
## worst max-delay path, stage by stage
cell and delay [ps]:
buf_2 150, xnor2_2 200, o21ai_0 100, a211oi_1 260, clkdlybuf4s50_1 520
## what timing repair did
item,CTS,global route
buffers inserted,0,0
gates cloned,0,0
endpoints found under the setup margin,12,12
hold buffers,0,0
pin swaps,1,2
gates resized,17,12
## routing by layer
layer,routed length [um],up-vias
li1,-,624
met1,1490,500
met2,1100,24
met3,159,2
met4,17,0
met5,0,-
Power is estimated from default activity; no workload was simulated.
